<file path="./config.mk">
export PLATFORM = sky130hd
export DESIGN_NAME = mux12bit
export DESIGN_NICKNAME = mux12bit
export VERILOG_FILES = /design/flow/design.v
export SDC_FILE = /design/flow/constraint.sdc
export NUM_CORES = 4
export LEC_CHECK = 1
export CORE_AREA = 10 10 70 70
export DIE_AREA = 0 0 80 80
</file>
<file path="./constraint.sdc">
current_design mux12bit

set clk_period 1.0
set clk_io_pct 0.2

create_clock -name clk0 -period $clk_period

set non_clock_inputs [all_inputs -no_clocks]
set_input_delay [expr $clk_period * $clk_io_pct] -clock clk0 $non_clock_inputs
set_output_delay [expr $clk_period * $clk_io_pct] -clock clk0 [all_outputs]
</file>
<file path="./design.v">
module mux12bit (in1, in2, control, out);
  input[11:0] in1,in2;
  output[11:0] out;
  input control;
  assign out = (control) ? in2 : in1;
endmodule
</file>
<file path="./run.sh">
#!/bin/bash
# OpenROAD 26Q1-2900-gdf79404cd8, Yosys 0.63+post, stock flow scripts
make -C /OpenROAD-flow-scripts/flow DESIGN_CONFIG=/design/flow/config.mk WORK_HOME=/design/flow/orfs finish
</file>
==> deck_impl_summary.md <==
Key Metrics from the Run

Outcome
  – Outcome: finished, violations left
  – Failing checks: setup timing

Setup path
  – Worst Path Arrival: 0.93 ns
  – Crit Path Category: in -> out
  – Crit. End Element: output port
  – CP Max Fanout: 4
  – Worst EP required: 0.80 ns
  – Critical path launch point type: input pin

Logic synthesis
  – Mapped cell area: 183.9 sq um
  – Ys cells: 13
  – Post-synth top cells: mux2_4, mux2_2, buf_6
  – Most common cell in the netlist: mux2_4
  – Post-synthesis cell count: 13
  – Cell area leaders: mux2_4, mux2_2, buf_6
  – Mean Syn Cell Area: 14.15 sq um
  – Synth Area in Simple Gates: 0%
  – Post-synth seq share: 0%
  – Syn. warnings: 0
  – Yosys stat chip area: 183.9 sq um
  – Yosys aoi share: 0%
  – Yosys adder share: 0%
  – Post-synth mux share: 93.88%
  – Synth Area in XOR/XNOR: 0%
  – Top cell type by total area after synthesis: mux2_4
  – Area leader share: 81.63%
  – Comb area leader: multiplexers
  – Post-synthesis cell type count: 3

Die
  – Core Footprint: 3416 sq um
  – Die H: 80 um
  – I/O pin count: 37
  – Die width: 80 um
  – Die area: 6400 sq um
  – Floorplan utilization: 5.385%
  – Row cnt: 21

Layout
  – Synth-to-layout area growth: 238.1%
  – Final core utilization: 18.21%
  – CLK BUF: 0
  – Registers: 0
  – Layout cells sized above 1: 56.36%
  – Filler cells: 394
  – Register area: 0 sq um
  – Design Area, Final: 621.8 sq um

Hold path
  – Hold Path End: out[5]
  – Hold depth: 3
  – Hold Crit Start: in2[5]
  – Hold WC Path Type: in -> out

Placed design
  – GPL Wtd Cong: 0.7491
  – Dpl ws: -0.8263 ns
  – DP Area: 615.6 sq um
  – Port bufs: 37

Final timing
  – Fin worst setup slack: -0.1345 ns
  – Fmax: 881.4 MHz
  – Finish-stage setup viols: 12
  – Pins Over Slew Limit: 0
  – Final Hold Fails: 0
  – Unrepaired setup endpoints after global routing: true
  – Tmin final: 1.135 ns
  – Slew headroom: 94.38%
  – Final period util: 113.5%
  – Worst Tran Pin Value: 0.08423 ns
  – Hold Worst Slack: 0.7942 ns
  – Final setup TNS: -0.9411 ns

GRT
  – Met1 GRT Util: 4.153%
  – Gr usage total: 3.325%
  – Total global routing overflow: 0
  – Largest net degree at the start of global routing: 7
  – M3 GR Usage: 2.614%
  – Layer with the highest usage: met2
  – Initial antenna violation count: 1
  – Vias in the first global route: 338
  – Met2 Use GR: 4.655%
  – Global-route wire length before repair: 1.683 mm

Route
  – Diodes inserted: 0
  – DR DRC count: 0
  – First-pass iteration count of the detailed router: 2
  – Wire length per cell: 11.60 um
  – Post-DRT Antenna Nets: 0
  – Aggregate routed wire length: 1.172 mm
  – Via count: 282
  – Initial drt markers: 1
  – Vias per inst: 2.792

Pwr
  – PD cells: 358.2 nW/um^2
  – Internal power: 0.1719 mW
  – Worst vdd ir: 108.0 uV
  – Leak: 0.3263 nW
  – Reg power frac: 0%
  – Clock share of power: 0%
  – Net Switching: 0.05084 mW
  – Net Sw Frac: 22.82%
  – Comb pwr share: 100.0%

Run
  – Number of max-cap violations: 0
  – Log Warnings: 34

Clock network
  – Cts hold-fix bufs: 0
-- cells in the final DEF (no fill, tap or decap) --
cell type / count
dlygate4sd2_1: 24
mux2_4: 12
buf_6: 11
buf_2: 7
buf_8: 1
-- layout make-up --
cell class                 instances  area, sq um  area share [%]
multi-input combinational         12        180.2           28.97
tap                               46        57.56           9.256
timing repair buffer              43        384.1           61.77
-- critical path, cell delays in order --
cell and delay (ns):
buf_8 0.10, buf_6 0.12, buf_6 0.11, mux2_4 0.29, buf_6 0.11
-- cell families after synthesis --
kind of cell	Yosys count
muxes	12
buffers and inverters	1
-- per-layer routing --
metal	part of all wire, %	routed length, um
met2	34	394
met4	0.17	2
met5	1.1	13
met3	21	242
met1	44	518
-- power by group through the flow --
stage | registers, mW | clock network [mW] | logic (mW)
CTS | 0 | 0 | 0.228
global route | 0 | 0 | 0.242
finish | 0 | 0 | 0.223
-- through the flow --
stage / power (mW) / instances
2_1_floorplan: 0.06550 / 13
3_3_place_gp: 0.2480 / 97
3_5_place_dp: 0.2495 / 97
4_1_cts: 0.2275 / 101
5_1_grt: 0.2418 / 101
6_report: 0.2228 / 101
-- worst max-delay path by stage --
stage	cells after the start	end	startpoint	slack, ns
after CTS	5	out[2]	control	-0.14
after global routing	5	out[2]	control	-0.15
final	5	out[2]	control	-0.13
-- repair_timing --
item | in CTS | in global routing
gates resized | 82 | 1
setup endpoints to repair | 12 | 12
cloned | 0 | 0
buffers inserted | 4 | 0
No activity file was given, so power comes from the tool's default toggle rates.
